`design/flow/run.sh`:
```
#!/bin/bash
# OpenROAD 26Q1-2900-gdf79404cd8, Yosys 0.63+post, stock flow scripts
make -C /OpenROAD-flow-scripts/flow DESIGN_CONFIG=/design/flow/config.mk WORK_HOME=/design/flow/orfs finish
```
`design/flow/config.mk`:
```
export PLATFORM = sky130hd
export DESIGN_NAME = datapath
export DESIGN_NICKNAME = datapath
export VERILOG_FILES = /design/flow/design.v
export SDC_FILE = /design/flow/constraint.sdc
export NUM_CORES = 4
export LEC_CHECK = 1
export CORE_UTILIZATION = 50
export SYNTH_MEMORY_MAX_BITS = 65536
```
`design/flow/constraint.sdc`:
```
current_design datapath

set clk_period 15.7
set clk_io_pct 0.2

create_clock -name clk0 -period $clk_period [get_ports {clk}]

set non_clock_inputs [all_inputs -no_clocks]
set_input_delay [expr $clk_period * $clk_io_pct] -clock clk0 $non_clock_inputs
set_output_delay [expr $clk_period * $clk_io_pct] -clock clk0 [all_outputs]
```
`design/flow/design.v`:
```
`timescale 1ns / 1ps
module programcounter(nextPc, clk, pc);
    input [31:0] nextPc;
    input clk;
    output reg[31:0] pc;
    initial
        begin
            pc <= 32'b01100100;
        end
    always @ (posedge clk)
        begin
            pc <= nextPc;
        end
endmodule
module instructionmemory(input [31:0] pc, output reg [31:0] instOut);
    reg [31:0] memory [0:63];
    initial 
        begin
            memory[25] = {6'b000000, 5'b00001, 5'b00010, 5'b00011, 5'b00000, 6'b100000};
            memory[26] = {6'b000000, 5'b01001, 5'b00011, 5'b00100, 5'b00000, 6'b100010};
            memory[27] = {6'b000000, 5'b00011, 5'b01001, 5'b00101, 5'b00000, 6'b100101};
            memory[28] = {6'b000000, 5'b00011, 5'b01001, 5'b00110, 5'b00000, 6'b100110};
            memory[29] = {6'b000000, 5'b00011, 5'b01001, 5'b00111, 5'b00000, 6'b100100};
        end
    always @ (*)
        begin
            instOut <= memory[pc[7:2]];
        end
endmodule
module pcadder(input [31:0] pc, output reg [31:0] nextPc);
    always @ (*)
        begin
            nextPc <= pc + 4;
        end
endmodule
module ifidpipelineregister(input [31:0] instOut, input clk, output reg [31:0] dinstOut);
    always @ (posedge clk)
        begin
            dinstOut <= instOut;
        end
endmodule
module controlunit(input [5:0] op, input [5:0] func, input [4:0] rs, input [4:0] rt, input [4:0] mdestReg, input mm2reg, input mwreg, input [4:0] edestReg, input em2reg, input ewreg, output reg wreg, output reg m2reg, output reg wmem, output reg [3:0] aluc, output reg aluimm, output reg regrt, output reg [1:0] fwdb, output reg [1:0] fwda);
    always @ (*)
        begin
        case(op)
            6'b000000:
                begin
                    wreg <= 1'b1;
                    m2reg <= 1'b0;
                    wmem <= 1'b0;
                    aluimm <= 1'b0;
                    regrt <= 1'b0;
                    case(func)
                        6'b100000:
                            begin
                                aluc <= 4'b0010;
                            end
                        6'b100010:
                            begin
                                aluc <= 4'b0110;
                            end
                        6'b100100:
                            begin
                                aluc <= 4'b0000;
                            end
                        6'b100101:
                            begin
                                aluc <= 4'b0001;
                            end
                        6'b100110:
                            begin
                                aluc <= 4'b0011;
                            end
                    endcase
                end
            6'b100011:
                begin
                    wreg <= 1'b1;
                    m2reg <= 1'b1;
                    wmem <= 1'b0;
                    aluc <= 4'b0010;
                    aluimm <= 1'b1;
                    regrt <= 1'b1;
                end
            6'b101011:
                begin
                    wreg <= 1'b0;
                    m2reg <= 1'b0;
                    wmem <= 1'b1;
                    aluc <= 4'b0010;
                    aluimm <= 1'b1;
                    regrt <= 1'b0;
                end
            endcase
        end
    always @ (*)
        begin
        if (ewreg && (edestReg == rs) && !em2reg) 
            begin
                fwda = 2'b01;
            end
        else if (mwreg && (mdestReg == rs) && !mm2reg)
            begin
                fwda = 2'b10;
            end
        else if (mwreg && (mdestReg == rs) && mm2reg)
            begin
                fwda = 2'b11;
            end
        else 
            begin
                fwda = 2'b00;
            end
        if (ewreg && (edestReg == rt) && !em2reg) 
            begin
                fwdb = 2'b01;
            end
        else if (mwreg && (mdestReg == rt) && !mm2reg)
            begin
                fwdb = 2'b10;
            end
        else if (mwreg && (mdestReg == rt) && mm2reg)
            begin
                fwdb = 2'b11;
            end
        else 
            begin
                fwdb = 2'b00;
            end
        end
    initial
        begin
            fwda <= 2'b00;
            fwdb <= 2'b00;
        end
endmodule
module regrtmultiplexer(input [4:0] rt, input [4:0] rd, input regrt, output reg [4:0] destReg);
    always @ (*)
        begin
            if (regrt == 0) 
                begin
                    destReg <= rd;
                end
            else if (regrt == 1) 
                begin
                    destReg <= rt;
                end
        end
endmodule
module registerfile(input [4:0] rs, input [4:0] rt, input [4:0] wdestReg, input [31:0] wbData, input wwreg, input clk, output reg [31:0] qa1, output reg [31:0] qb1);
    reg [31:0] registers [31:0];
    integer i;
    initial 
        begin
            for (i = 0; i < 32; i = i + 1) begin
                registers[i] = 32'h00000000;
            end
            registers[1] = 32'hA00000AA;
            registers[2] = 32'h10000011;
            registers[3] = 32'h20000022;
            registers[4] = 32'h30000033;
            registers[5] = 32'h40000044;
            registers[6] = 32'h50000055;
            registers[7] = 32'h60000066;
            registers[8] = 32'h70000077;
            registers[9] = 32'h80000088;
            registers[10] = 32'h90000099;
        end
    always @ (*)
        begin
            qa1 <= registers[rs];
            qb1 <= registers[rt];
        end
    always @ (negedge clk)
        begin
            if (wwreg == 1)
                begin
                    registers[wdestReg] <= wbData;
                end
        end
endmodule
module immediateextender(input [15:0] imm, output reg [31:0] imm32);
    always @ (*)
        begin
            imm32[15:0] <= imm;
            if (imm[15] == 1) 
                begin
                    imm32[31:16] <= 16'hFFFF;
                end
            else 
                begin
                    imm32[31:16] <= 16'h0000;
                end
        end
endmodule
module idexepipelineregister(input wreg, input m2reg, input wmem, input [3:0] aluc, input aluimm, input [5:0] destReg, input [31:0] qa, input [31:0] qb, input [31:0] imm32, input clk, output reg ewreg, output reg em2reg, output reg ewmem, output reg [3:0] ealuc, output reg ealuimm, output reg [4:0] edestReg, output reg [31:0] eqa, output reg [31:0] eqb, output reg [31:0] eimm32);
    always @ (posedge clk)
        begin
            ewreg <= wreg;
            em2reg <= m2reg;
            ewmem <= wmem;
            ealuc <= aluc;
            ealuimm <= aluimm;
            edestReg <= destReg;
            eqa <= qa;
            eqb <= qb;
            eimm32 <= imm32;
        end
endmodule
module datapath(input clk, output wire [31:0] pc, output wire [31:0] dinstOut, output wire ewreg, output wire em2reg, 
output wire ewmem, output wire [3:0] ealuc, output wire ealuimm, output wire [4:0] edestReg, output wire [31:0] eqa, 
output wire [31:0] eqb, output wire [31:0] eimm32, output wire mwreg, output wire mm2reg, output wire mwmem, 
output wire [4:0] mdestReg, output wire [31:0] mr, output wire [31:0] mqb, output wire wwreg, output wire wm2reg, 
output wire [4:0] wdestReg, output wire [31:0] wr, output wire [31:0] wdo, output wire [31:0] qa, output wire [31:0] qb);
    wire [31:0] nextPc;
    wire [31:0] instOut;
    wire wreg;
    wire m2reg;
    wire wmem;
    wire [3:0] aluc;
    wire aluimm;
    wire regrt;
    wire [4:0] destReg;
    wire [31:0] qa1;
    wire [31:0] qb1;
    wire [31:0] imm32;
    wire [5:0] op;
    wire [5:0] func;
    wire [4:0] rs;
    wire [4:0] rt;
    wire [4:0] rd;
    wire [15:0] imm;
    wire [31:0] b;
    wire [31:0] r;
    wire [31:0] mdo;
    wire [31:0] wbData;
    wire [1:0] fwda;
    wire [1:0] fwdb;
    assign op = dinstOut[31:26];
    assign rs = dinstOut[25:21];
    assign rt = dinstOut[20:16];
    assign rd = dinstOut[15:11];
    assign func = dinstOut[5:0];
    assign imm = dinstOut[15:0];
    programcounter counter(.nextPc(nextPc), .clk(clk), .pc(pc));
    instructionmemory memory(.pc(pc), .instOut(instOut));
    pcadder adder(.pc(pc), .nextPc(nextPc));
    ifidpipelineregister ifidpipe(.instOut(instOut), .clk(clk), .dinstOut(dinstOut));
    controlunit control(.op(op), .func(func), .rs(rs), .rt(rt), .mdestReg(mdestReg), .mm2reg(mm2reg), .mwreg(mwreg), .edestReg(edestReg), .em2reg(em2reg), .ewreg(ewreg), .wreg(wreg), .m2reg(m2reg), .wmem(wmem), .aluc(aluc), .aluimm(aluimm), .regrt(regrt), .fwdb(fwdb), .fwda(fwda));
    regrtmultiplexer regrtmult(.rt(rt), .rd(rd), .regrt(regrt), .destReg(destReg));
    registerfile regfile(.rs(rs), .rt(rt), .wdestReg(wdestReg), .wbData(wbData), .wwreg(wwreg), .clk(clk), .qa1(qa1), .qb1(qb1));
    immediateextender immextender(.imm(imm), .imm32(imm32));
    idexepipelineregister idexepipe(.wreg(wreg), .m2reg(m2reg), .wmem(wmem), .aluc(aluc), .aluimm(aluimm), .destReg(destReg), .qa(qa), .qb(qb), .imm32(imm32), .clk(clk), .ewreg(ewreg), .em2reg(em2reg), .ewmem(ewmem), .ealuc(ealuc), .ealuimm(ealuimm), .edestReg(edestReg), .eqa(eqa), .eqb(eqb), .eimm32(eimm32));
    alumux alumux(.eqb(eqb), .eimm32(eimm32), .ealuimm(ealuimm), .b(b));
    alu alu(.eqa(eqa), .b(b), .ealuc(ealuc), .r(r));
    exemempipelineregister exemempipe(.ewreg(ewreg), .em2reg(em2reg), .ewmem(ewmem), .edestReg(edestReg), .r(r), .eqb(eqb), .clk(clk), .mwreg(mwreg), .mm2reg(mm2reg), .mwmem(mwmem), .mdestReg(mdestReg), .mr(mr), .mqb(mqb));
    datamemory datamemory(.mr(mr), .mqb(mqb), .mwmem(mwmem), .clk(clk), .mdo(mdo));
    memwbpipelineregister memwbpipe(.mwreg(mwreg), .mm2reg(mm2reg), .mdestReg(mdestReg), .mr(mr), .mdo(mdo), .clk(clk), .wwreg(wwreg), .wm2reg(wm2reg), .wdestReg(wdestReg), .wr(wr), .wdo(wdo));
    wbmux wbmux(.wr(wr), .wdo(wdo), .wm2reg(wm2reg), .wbData(wbData));
    fwdamux fwdamux(.fwda(fwda), .qa1(qa1), .r(r), .mr(mr), .mdo(mdo), .qa(qa));
    fwdbmux fwdbmux(.fwdb(fwdb), .qb1(qb1), .r(r), .mr(mr), .mdo(mdo), .qb(qb));
endmodule
module alumux(input [31:0] eqb, input [31:0] eimm32, input ealuimm, output reg [31:0] b);
    always @ (*)
        begin 
            if (ealuimm == 0)
                begin
                    b <= eqb;
                end
            else 
                begin
                    b <= eimm32;
                end
        end
endmodule
module alu(input [31:0] eqa, input [31:0] b, input [3:0] ealuc, output reg [31:0] r);
    always @ (*)
        begin
            if (ealuc == 4'b0000)
                begin
                    r <= eqa & b;
                end
            else if (ealuc == 4'b0001)
                begin
                    r <= eqa | b;
                end
            else if (ealuc == 4'b0010)
                begin
                    r <= eqa + b;
                end
            else if (ealuc == 4'b0110)
                begin
                    r <= eqa - b;
                end
            else if (ealuc == 4'b0011)
                begin
                    r <= eqa ^ b;
                end
        end
endmodule
module exemempipelineregister(input ewreg, input em2reg, input ewmem, input [4:0] edestReg, input [31:0] r, input [31:0] eqb, input clk, output reg mwreg, output reg mm2reg, output reg mwmem, output reg [4:0] mdestReg, output reg [31:0] mr, output reg [31:0] mqb);    
    always @ (posedge clk)
        begin
            mwreg <= ewreg;
            mm2reg <= em2reg;
            mwmem <= ewmem;
            mdestReg <= edestReg;
            mr <= r;
            mqb <= eqb;
        end
endmodule
module datamemory(input [31:0] mr, input [31:0] mqb, input mwmem, input clk, output reg [31:0] mdo);
    reg [31:0] memory [63:0];
    initial 
        begin
            memory[0] = 32'hA00000AA;
            memory[1] = 32'h10000011;
            memory[2] = 32'h20000022;
            memory[3] = 32'h30000033;
            memory[4] = 32'h40000044;
            memory[5] = 32'h50000055;
            memory[6] = 32'h60000066;
            memory[7] = 32'h70000077;
            memory[8] = 32'h80000088;
            memory[9] = 32'h90000099;
        end
    always @ (*)
        begin
            mdo <= memory[mr[7:2]];
        end
    always @ (negedge clk)
        begin
            if (mwmem == 1)
                begin
                    memory[mr[7:2]] <= mqb;
                end
        end
endmodule
module memwbpipelineregister(input mwreg, input mm2reg, input [4:0] mdestReg, input [31:0] mr, input [31:0] mdo, input clk, output reg wwreg, output reg wm2reg, output reg [4:0] wdestReg, output reg [31:0] wr, output reg [31:0] wdo);
    always @ (posedge clk)
        begin
            wwreg <= mwreg;
            wm2reg <= mm2reg;
            wdestReg <= mdestReg;
            wr <= mr;
            wdo <= mdo;
        end    
endmodule
module wbmux(input [31:0] wr, input [31:0] wdo, input wm2reg, output reg [31:0] wbData);
    always @ (*)
        begin
            if (wm2reg == 0)
                begin
                    wbData <= wr;
                end
            else
                begin
                    wbData <= wdo;
                end
        end
endmodule
module fwdamux(input [1:0] fwda, input [31:0] qa1, input [31:0] r, input [31:0] mr, input [31:0] mdo, output reg [31:0] qa);
    always @ (*)
        begin
            if (fwda == 2'b00)
                begin
                    qa <= qa1;
                end
            else if (fwda == 2'b01)
                begin
                    qa <= r;
                end
            else if (fwda == 2'b10)
                begin
                    qa <= mr;
                end
            else if (fwda == 2'b11)
                begin
                    qa <= mdo;
                end
        end
endmodule
module fwdbmux(input [1:0] fwdb, input [31:0] qb1, input [31:0] r, input [31:0] mr, input [31:0] mdo, output reg [31:0] qb);
    always @ (*)
        begin
            if (fwdb == 2'b00)
                begin
                    qb <= qb1;
                end
            else if (fwdb == 2'b01)
                begin
                    qb <= r;
                end
            else if (fwdb == 2'b10)
                begin
                    qb <= mr;
                end
            else if (fwdb == 2'b11)
                begin
                    qb <= mdo;
                end
        end
endmodule
```
==> flow_summary.json <==
{
  "power_frac_clock": 0.531,
  "stdcell_area_um2": 23500,
  "post-dp-hpwl_um": 41400,
  "grt_first_pass_wirelength_um": 85000,
  "dieWidth_um": 195,
  "clock-root-buffer": "sky130_fd_sc_hd__clkbuf_16",
  "floorplan.rows": 70,
  "syn_inst": 1790,
  "p_switching_mw": 0.454,
  "final_layout_size_suffix_gt1_frac": 0.0632,
  "synthToLayoutAreaGrowth_pct": 26.9,
  "chipArea_um2": 37900,
  "worst_skew_pair.late_latency_ns": 0.62,
  "ir_drop_mv": 0.0871,
  "synth-warning-count": 18,
  "vias": 14443,
  "worstSetupStartpointType": "flip-flop",
  "wl_per_cell_um": 20.7,
  "max_cap_violations": 0,
  "run_status": "complete, no violations",
  "yosys-stat-cells": 1790,
  "grt_use_total": 0.316,
  "crit_path_max_fanout": 2,
  "setup_total_negative_slack_ns": 0,
  "tritoncts": "yes",
  "final_max_slew_viol_count": 0,
  "power.share.combinational": 0.001,
  "grt_pass1_vias": 13670,
  "initCoreUtil": 0.508,
  "ys_seq_elements": 443,
  "post-cts-setup-buffers": 0,
  "synth_top_flop_cell": "sky130_fd_sc_hd__dfxtp_1",
  "core_um2": 36500,
  "initial_drc_count": 846,
  "clk_pin_slew_ns": 0.06,
  "drtPass1Iterations": 5,
  "reg2reg_setup_slack_ns": 5.93,
  "place.gp.congestion": 0.973,
  "mean_instance_size_in_the_synthesized_netlist_um2": 10.4,
  "setup_viol_count_final": 0,
  "synth_area_um2": 18500,
  "hold_viol_final": 0,
  "number_of_unconstrained_endpoints": 134,
  "static-leakage-power_nw": 9.77,
  "seqPwrFrac": 0.468,
  "worst_setup_path_end_kind": "output port",
  "cts-htree-levels": 2,
  "maximum_number_of_pins_on_one_net_before_global_route_repair": 66,
  "number_of_buffers_inserted_by_port_buffering": 295,
  "antenna_found_initial": 1,
  "remaining_drc_errors": 0,
  "critical_path_class": "reg -> out",
  "synth_chip_area_um2": 18500,
  "setup_repair_after_global_routing_missed_its_margin": "false",
  "design.portCount": 381,
  "grt_overflow": 0,
  "headroom_to_the_max_slew_limit": 0.356,
  "min_delay_path_class": "reg -> reg",
  "die_h_um": 195,
  "worst_ep_arrival_time_ns": 10.72,
  "cts_hold_repair.buffers": 0,
  "synth-edff-count": 128,
  "switching_share": 0.229,
  "finClkSkew_ns": 0.0726,
  "count_of_unclocked_register_or_latch_pins": 99,
  "cts_buffers": 39,
  "synth.lib_cells_used.distinct": 82,
  "required_ns": 12.56,
  "totalPowerFinal_mw": 1.98,
  "log.warning_count": 220,
  "drt-total-wl_um": 56500,
  "antenna_cells": 0,
  "cts.path.max_buffers": 3,
  "post_dp_cell_area_um2": 21700,
  "ctsResizeCount": 0,
  "internal_power_mw": 1.53,
  "via_per_inst": 5.29,
  "power-per-cell-area_nw_per_um2": 84.2,
  "synth_async_sr_flop_share": 0,
  "timing_worst_slew_pin_value_ns": 0.964,
  "antenna_viol_nets_final": 0
}
synthesized netlist by cell type (6+ instances only):
library cell / instances / area share
sky130_fd_sc_hd__nand2_1: 106 / 0.021
sky130_fd_sc_hd__ha_1: 100 / 0.067
sky130_fd_sc_hd__mux4_2: 32 / 0.039
sky130_fd_sc_hd__o21ai_0: 67 / 0.018
sky130_fd_sc_hd__buf_4: 102 / 0.041
sky130_fd_sc_hd__and3_1: 8 / 0.0027
sky130_fd_sc_hd__xnor2_1: 36 / 0.017
sky130_fd_sc_hd__a31oi_1: 6 / 0.0020
sky130_fd_sc_hd__nor4_1: 6 / 0.0020
sky130_fd_sc_hd__nand2b_1: 10 / 0.0034
sky130_fd_sc_hd__dfxtp_1: 216 / 0.23
sky130_fd_sc_hd__nor2b_1: 15 / 0.0051
sky130_fd_sc_hd__nor3_1: 50 / 0.013
sky130_fd_sc_hd__nor3b_1: 24 / 0.0097
sky130_fd_sc_hd__o211ai_1: 24 / 0.0097
sky130_fd_sc_hd__a21oi_1: 169 / 0.046
sky130_fd_sc_hd__a211oi_1: 12 / 0.0049
sky130_fd_sc_hd__o22ai_1: 10 / 0.0034
sky130_fd_sc_hd__edfxtp_1: 128 / 0.21
sky130_fd_sc_hd__nor2_1: 129 / 0.026
sky130_fd_sc_hd__o21bai_1: 11 / 0.0045
sky130_fd_sc_hd__clkbuf_1: 68 / 0.014
sky130_fd_sc_hd__xor2_1: 19 / 0.0090
sky130_fd_sc_hd__buf_1: 13 / 0.0026
sky130_fd_sc_hd__nand3_1: 42 / 0.011
sky130_fd_sc_hd__inv_1: 111 / 0.022
sky130_fd_sc_hd__dlxtn_1: 99 / 0.080
sky130_fd_sc_hd__a22oi_1: 12 / 0.0049
sky130_fd_sc_hd__o31ai_1: 6 / 0.0024
sky130_fd_sc_hd__mux2i_1: 44 / 0.024
sky130_fd_sc_hd__a21o_1: 7 / 0.0028
sky130_fd_sc_hd__nand4_1: 12 / 0.0040
metrics by stage:
step,util,worst slack (ns),std cells,hold slack (ns)
floorplan,-,3.37,1937,0.310
global placement,0.595,2.53,2532,0.354
detailed placement,0.595,2.53,2532,0.345
CTS,0.644,1.88,2731,0.359
global route,0.644,1.68,2731,0.362
finish,0.644,1.84,2731,0.362
per-layer routing:
layer | track usage | up-vias | wire, um
li1 | - | 6923 | -
met1 | 0.498 | 6816 | 25100
met2 | 0.466 | 642 | 25400
met3 | 0.0964 | 62 | 5290
met4 | 0.0464 | 0 | 824
met5 | 0 | - | 0
flip-flops by register name, summed over array words and instances (netlist names), 8 cells and up:
name	count
alu.r	32
counter.pc	30
exemempipe.mqb	32
exemempipe.mr	32
fwdamux.qa	32
fwdbmux.qb	32
idexepipe.eqa	32
idexepipe.eqb	32
ifidpipe.dinstOut	8
memwbpipe.wr	32
regfile.registers	128
final cells by class:
type	count	area [um^2]
Inverter	111	417
Tap cell	468	586
Clock inverter	149	692
Sequential cell	443	9660
Clock buffer	51	1100
Timing Repair Buffer	315	3100
Fill cell	2928	13000
Multi-Input combinational cell	1194	7970
placed cells by master, fill, tap and decap left out, types with 44 or more instances in the layout:
master	instances
sky130_fd_sc_hd__clkdlybuf4s50_1	295
sky130_fd_sc_hd__inv_1	239
sky130_fd_sc_hd__dfxtp_1	213
sky130_fd_sc_hd__a21oi_1	169
sky130_fd_sc_hd__conb_1	149
sky130_fd_sc_hd__nor2_1	129
sky130_fd_sc_hd__edfxtp_1	128
sky130_fd_sc_hd__nand2_1	106
sky130_fd_sc_hd__ha_1	100
sky130_fd_sc_hd__dlxtn_1	99
sky130_fd_sc_hd__o21ai_0	67
sky130_fd_sc_hd__nor3_1	49
sky130_fd_sc_hd__mux2i_1	44
cells by family after synthesis:
family | Yosys count | share of synthesized area
AND-OR/OR-AND | 382 | 0.128
XOR/XNOR | 55 | 0.0260
adder cells (fa/ha/maj) | 102 | 0.0696
buffers and inverters | 300 | 0.0817
flip-flops | 344 | 0.440
latches | 99 | 0.0803
multiplexers | 76 | 0.0626
other | 2 | 0.000405
AND/OR/NAND/NOR | 430 | 0.111
power groups by stage:
stage,combinational (mW),sequential [mW],clock (mW)
after global routing,0.00363,0.926,1.13
after CTS,0.00232,0.927,1.07
final,0.00209,0.927,1.05
worst max-delay path: stages, from the launching register on:
cell                              delay, ns
sky130_fd_sc_hd__edfxtp_1              0.33
sky130_fd_sc_hd__mux4_2                0.23
sky130_fd_sc_hd__nor3b_1               0.18
sky130_fd_sc_hd__a21oi_1               0.07
sky130_fd_sc_hd__o21ai_0               0.59
sky130_fd_sc_hd__dlxtn_1               0.42
sky130_fd_sc_hd__clkdlybuf4s50_1       0.46
worst paths after layout:
| path | cells past startpoint | endpoint | from |
|---|---|---|---|
| max | 6 | qb[18] | regfile.registers[1][18]$_DFFE_NP_ |
| min | 0 | idexepipe.eimm32[12]$_DFF_P_ | ifidpipe.dinstOut[12]$_SDFF_PP1_ |
| max reg2reg | 5 | idexepipe.eqb[18]$_DFF_P_ | regfile.registers[1][18]$_DFFE_NP_ |
| min reg2reg | 0 | idexepipe.eimm32[12]$_DFF_P_ | ifidpipe.dinstOut[12]$_SDFF_PP1_ |
Power figures rest on the tool's default switching activity, not on a simulated workload.
